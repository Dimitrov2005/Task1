### ./design.v
package def_pkg;
parameter SIZE_TDR1=17;
parameter ADDR_TDR1= 8'h45;
parameter DEF_VAL_TDR1=17'b0;
parameter RO_TDR1=0;
parameter SIZE_TDR2=33;
parameter ADDR_TDR2=8'h77;
parameter DEF_VAL_TDR2=33'b0;
parameter RO_TDR2=1;
endpackage  
interface iface(input logic TCLK,TRESETN);
   logic TMS, 
	 WSI,
	 WSO;
endinterface
module IR(input 
	   CaptureIR,
	   ShiftIR,
	   UpdateIR,
	   TRESETN,
	   TCLK,          
	   SI,           
	   output reg
	  [7:0] PO            
	   );
   reg [7:0] serialReg,parallelReg;
   always @(posedge TCLK or negedge TRESETN)
     if(~TRESETN)
       serialReg<='b0;
     else if(ShiftIR)
       serialReg<={SI,serialReg[7:1]};
     else if(CaptureIR)
       serialReg[7:0]<=parallelReg; 
     else 
       serialReg<=serialReg;
   always @(negedge TCLK or negedge TRESETN)
     if(~TRESETN)
       parallelReg<='b0;
     else if (UpdateIR)
       parallelReg<=serialReg;
     else 
       parallelReg<=parallelReg;
   assign SO=serialReg[0];
   assign PO=parallelReg;
endmodule
### ./run.sh
#!/bin/bash
# OpenROAD 26Q1-2900-gdf79404cd8, Yosys 0.63+post, stock flow scripts
make -C /OpenROAD-flow-scripts/flow DESIGN_CONFIG=/design/flow/config.mk WORK_HOME=/design/flow/orfs finish
### ./config.mk
export PLATFORM = sky130hd
export DESIGN_NAME = IR
export DESIGN_NICKNAME = IR
export VERILOG_FILES = /design/flow/design.v
export SDC_FILE = /design/flow/constraint.sdc
export NUM_CORES = 4
export LEC_CHECK = 1
export CORE_AREA = 10 10 82 82
export DIE_AREA = 0 0 92 92
### ./constraint.sdc
current_design IR

set clk_period 1.3
set clk_io_pct 0.2

create_clock -name clk0 -period $clk_period [get_ports {TCLK}]

set non_clock_inputs [all_inputs -no_clocks]
set_input_delay [expr $clk_period * $clk_io_pct] -clock clk0 $non_clock_inputs
set_output_delay [expr $clk_period * $clk_io_pct] -clock clk0 [all_outputs]
==> run summary <==
Flow results.

- The transition at the pin with the smallest max-transition slack is 0.149 ns.
- The placer's final routability congestion estimate is 0.725.
- The sum of buffers and inverters on the critical path is 1.
- The finished cells cover 1190 um2.
- The final antenna diode count is 0.
- The vias after detailed routing is 538.
- The tally of OpenROAD warnings is 28.
- The design internal power is 0.00129 W.
- For reference, the top cells by area after synthesis are dfrtn_1 (28%), dfrtp_1 (28%), mux2_4 (17%).
- The cell area that synthesis handed to floorplanning was 707 um2.
- Clock-pin slew was measured on the worst setup and hold paths at 0.06 ns.
- The floorplan step set the die width to 92 um.
- The number of flops mapped to enable cells by yosys is 0.
- The start of the worst register-to-register path is parallelReg[6].
- Dividing the detail-routed via count by the number of cells gives 3.28.
- The timing report gives the worst reg2reg path a setup slack of -0.31 ns.
- The routed layout reports a DRC error count of 0.
- The first global-routing pass estimated 2.75 mm of wire.
- The root cell of the clock tree is clkbuf_8.
- In this run the count of I/O pins placed on the die edge is 14.
- In the final report, the number of endpoints failing setup comes to 24.
- The worst-path cell with the longest stage delay is dfrtn_1.
- The count of buffers added on input and output ports is 13.
- The leakage power in the latest report is 0.598 nW.
- In the post-route report, total wirelength is listed as 1.64 mm.
- For this design, the sink count on the clock tree is 16.
- Setup repair after global routing could not meet its margin everywhere.
- The final max-slew violation count recorded for this run is 0.
- The worst path required time is 1.04 ns.
- For the worst setup path, the data arrival time is 1.45 ns.
- The synthesized design devotes to its leading area cell type 28.3% of total area.
- Counting every instance in the synthesized netlist gives 51.
- The length of the first detailed-routing pass in iterations is 4.
- The slew check shows that the tightest pin keeps a relative margin of 89.8%.
- The worst setup path is launched from a flop.
- The number of antenna violations at the first check in global routing is 0.
- The final-report hold violation count is 0.
- The total global routing overflow is 0.
- In this run, post-CTS hold repair placed 0 buffers.
- The share of post-route cells with drive strength above 1 is 54.3%.
- The number of core rows is 26.
- The post-synthesis sequential element count is 16.
- The kind of path behind the tightest hold check is input pin to async pin.
- The violation count after the first detailed-route iteration is 23.
- The cell total in the yosys stat output is 51.
- The power per unit of standard cell area is 1410 nW/um2.
- The switching share of total power is 23.6%.
- The die covers 8460 um2.
- Per the post-synthesis stats, the area per cell is 13.9 um2.
- The via count of the first global-routing pass is 572.
- The clock skew is 0.0199 ns.
- The most critical hold endpoint after final layout shows a slack of 0.354 ns.
- Yosys reported that registers with async set or reset make up 100%.
- The number of distinct library cells after synthesis is 8.
- The script logs the mean routed wire length per placed instance as 10.0 um.
- Before placement the cells fill 13.9% of the core.
- The number of buffers between clock root and the deepest sink is 2.
- Per report_power, the sequential group accounts for 39.7% of the total.
- The checks that failed: setup timing.
- On the critical path the largest part of the delay comes from flip-flops.
- The critical path goes through buf_2.
- The clock latency at the later pin of the worst-skew pair is 0.26 ns.
- The run finished, with violations left.
- For reference, the most critical setup path is categorized as flop to output port.
- CTS built an H-tree with a depth of 1.
- Per the OpenROAD floorplan log, the height of the die is 92 um.
- The flow reports that combinational logic draws 34.7% of the design power.
- The report shows a maximum critical-path fanout of 2.
- Looking at the cell usage after synthesis, the top flip-flop cell is dfrtp_1.
- The max-capacitance violation count is 0.
- Setup slack on the critical path of the routed design comes to -0.408 ns.
- The total CTS buffers is 3.
- The synthesized netlist has a Yosys-reported chip area of 707 um2.
- The largest voltage drop on the vdd net is 581 uV.
- For the worst reg-to-reg path, the endpoint reported by OpenROAD is serialReg[6].
- The timing report gives the biggest stage delay along the critical path as 0.43 ns.
- In the synthesized netlist, the cells that appear most often are dfrtn_1 (8), dfrtp_1 (8), mux2_4 (8), mux2i_1 (8), o21ai_1 (8).
- The total routing resource utilization after global routing is 4.02%.
- Per the OpenROAD floorplan log, the area of the core is 5070 um2.
- The worst setup path is captured at an output port.
- The register share after synthesis is 56.6%.
- The cell type with the largest total area after synthesis is dfrtn_1.
- Detailed placement reports a standard cell area of 1080 um2.
- The clock network burns 25.6% of the power.
- Between the synthesized netlist and the finished layout, the area growth was recorded as 69.0%.
- TritonCTS built the clock tree.
- Entering global routing, the biggest net connects 17 pins.
- The total number of yosys warnings is 3.
- The depth of the worst register-to-register path is 4.
- Summed over all nets, the switching power comes to 0.000398 W.
- The remaining antenna violation count after routing is 0.
## cell families (layout without fill, tap and decap cells)
logic type             Yosys count  count (layout)  share of synthesized area, %
muxes                           16              16                          28.3
DFF                             16              16                          56.6
AOI/OAI and AO/OA                8               8                          5.66
and+or+nand+nor                  8               8                          4.60
buffers and inverters            3              46                          4.78
## metal layers
layer / routed length, um / global-route usage [%] / vias to the layer above
met2: 663 / 5.76 / 14
met4: 8 / 0.257 / 0
met5: 0 / 0 / -
met1: 840 / 5.50 / 258
li1: - / - / 264
met3: 129 / 2.14 / 2
## power groups by stage
stage         combinational [W]  clock (W)  sequential, W
finish                 0.000587   0.000432       0.000671
global route           0.000649   0.000478       0.000688
CTS                    0.000531   0.000448       0.000669
## worst max path at each step
| stage | slack, ns | cells after the start | startpoint | to |
|---|---|---|---|---|
| after global routing | -0.45 | 1 | parallelReg[6] | PO[6] |
| after CTS | -0.42 | 1 | parallelReg[6] | PO[6] |
| final | -0.41 | 1 | parallelReg[6] | PO[6] |
## area by class of cell
cell class | instances | area, um2
clock buffer | 4 | 55.1
fill | 541 | 3880
multi-input combinational | 32 | 273
tap | 70 | 87.6
timing repair buffer | 42 | 379
sequential | 16 | 400
## stage by stage
| stage | utilization (%) | setup slack [ns] | instances | total power (W) | TNS [ns] |
|---|---|---|---|---|---|
| 6_report | 23.5 | -0.408 | 164 | 0.00169 | -5.53 |
| 5_1_grt | 23.5 | -0.447 | 164 | 0.00182 | -6.53 |
| 4_1_cts | 22.6 | -0.416 | 159 | 0.00165 | -5.42 |
| 3_5_place_dp | 21.2 | -0.728 | 149 | 0.00118 | -10.78 |
| 3_3_place_gp | 21.2 | -0.724 | 149 | 0.00117 | -10.75 |
| 2_1_floorplan | - | -0.174 | 51 | 0.000851 | -1.39 |
## layout by cell type (no fill, tap or decap), drive strengths merged
cell type,instances
clkbuf,4
mux2,8
dfrtn,8
buf,38
nand2,8
o21ai,8
mux2i,8
clkdlybuf4s50,4
dfrtp,8
## worst reg2reg max path: cells and delay by family (launching register included)
family          cells  cell delay [ns]
compound gates      1             0.09
buf+inv             2             0.24
flops               1             0.36
mux                 1             0.14
## sequential cells by signal, indices dropped and copies added, names as in the netlist
signal       count
parallelReg      8
serialReg        8
## repair_timing
item,4_1_cts,5_1_grt
setup buffers,9,7
pin swaps,4,6
gates resized,33,4
endpoints found under the setup margin,24,24
Power figures rest on the tool's default switching activity, not on a simulated workload.
