==> flow/design.v <==
package def_pkg;
parameter SIZE_TDR1=17;
parameter ADDR_TDR1= 8'h45;
parameter DEF_VAL_TDR1=17'b0;
parameter RO_TDR1=0;
parameter SIZE_TDR2=33;
parameter ADDR_TDR2=8'h77;
parameter DEF_VAL_TDR2=33'b0;
parameter RO_TDR2=1;
endpackage  
interface iface(input logic TCLK,TRESETN);
   logic TMS, 
	 WSI,
	 WSO;
endinterface
module TDRRW (input 
	   CaptureDR,
	   ShiftDR,
	   UpdateDR,    
	   Enable,       
	   TRESETN,
	   TCLK,          
	   SI,  
	   output reg
	   SO            
	   );
   parameter SIZE=17;
   reg [SIZE-1:0] serialReg,parallelReg;
   always @(posedge TCLK or negedge TRESETN)
     if(~TRESETN)
       serialReg<='b0;
     else if(ShiftDR && Enable)
       serialReg<={SI,serialReg[SIZE-1:1]};
     else if(CaptureDR && Enable)
       serialReg<=parallelReg; 
     else 
       serialReg<=serialReg;
   always @(negedge TCLK or negedge TRESETN)
     if(~TRESETN)
       parallelReg<='b0;
     else if (UpdateDR && Enable)
       parallelReg<=serialReg;
     else 
       parallelReg<=parallelReg;
   assign SO=serialReg[0];
endmodule
==> flow/run.sh <==
#!/bin/bash
# OpenROAD 26Q1-2900-gdf79404cd8, Yosys 0.63+post, stock flow scripts
make -C /OpenROAD-flow-scripts/flow DESIGN_CONFIG=/design/flow/config.mk WORK_HOME=/design/flow/orfs finish
==> flow/config.mk <==
export PLATFORM = sky130hd
export DESIGN_NAME = TDRRW
export DESIGN_NICKNAME = TDRRW
export VERILOG_FILES = /design/flow/design.v
export SDC_FILE = /design/flow/constraint.sdc
export NUM_CORES = 4
export LEC_CHECK = 1
export CORE_AREA = 10 10 101 101
export DIE_AREA = 0 0 111 111
==> flow/constraint.sdc <==
current_design TDRRW

set clk_period 1.2
set clk_io_pct 0.2

create_clock -name clk0 -period $clk_period [get_ports {TCLK}]

set non_clock_inputs [all_inputs -no_clocks]
set_input_delay [expr $clk_period * $clk_io_pct] -clock clk0 $non_clock_inputs
set_output_delay [expr $clk_period * $clk_io_pct] -clock clk0 [all_outputs]
==> Changelog: implementation <==
### Physical design

- Die area: about 12000 um^2
- Placer Congestion: 0.712
- Final setup vio count: 34
- Crit path DRT: 1.36 ns
- Worst path arrival time: about 1.7 ns
- Failing checks: negative setup slack
- Inst Count DP: about 230
- Share of cells above drive strength 1: 0.357
- Cell Pwr Density: about 1700 nW/um^2
- XOR-XNOR Cells, Area Fraction: 0
- Gr ovfl total: 0
- Via count: roughly 1000
- DP HPWL: between 1500 and 2000 um
- Final Max Slew Viols: 0
- Post-route setup TNS: -7.10 ns
- Chip width: around 110 um
- DIE HEIGHT: around 110 um
- Delay-heaviest family, CP: flip-flops
- Registers, synthesis: 34
- Syn Area/Cell: 12.8 um^2
- Antenna diodes: 0
- RSZ-0062 raised after global routing: true
- Synth Seq Share: 0.576
- Worst-path clk slew: approximately 0.07 ns
- Max Root-Sink Buffers: 2
- Layout Cells excl Fill: between 200 and 250
- # rows: 33
- CTS tree: done
- Initial DRT Pass Iterations: 4
- CP Launch Type: flip-flop
- Critical path peak fanout: 2
- Status: complete, but fails checks
- Bufs and invs on worst path: 0
- Aoi share: 0.121
- Routed len/inst: roughly 11 um
- Mux frac, synth: 0.130
- CP Class: reg -> reg
- Floorplan-stage core utilization: 0.182
- Slew headroom: 0.540
- Fin util: 0.238
- Core area: between 8000 and 9000 um^2
- Largest logic family: multiplexers
- Max Cap Violations: 0
- Worst path max stage delay: ~0.41 ns
- Cell Type Count: 13
- Io pins: 8
- Clock root buffer: clkbuf_8
- Leak: 0.000863 uW
- Residual DRC: 0
- Critical path cell sequence: nor2b_1 -> a222oi_1
- Overall Global Routing Usage: 0.0453
- Ys cells: 115
- Number of global-route vias before repair: 985
- Initial DRC Count: about 130
- Final Hold Violating Endpoints: 0
- Total wire length: between 2000 and 3000 um
- Yosys synthesis chip area: roughly 1500 um^2
- Layout area overhead: 31.2%
- Filler cell count: just over 800
- First-pass GRT wire length: 4860 um
- Antenna viol nets, final: 0
- Initial antenna violation count: 0
- Hold WC Path Type: in -> async
- Syn Std Cell Area: 1480 um^2
- Final WS setup: -0.286 ns
- Post-Synthesis Cells: approximately 120
- Via density: about 4
- Adder Area Share: 0
- Measured slew at the worst slew-check pin: about 0.69 ns
- Worst Setup End Kind: flip-flop
- Tot Pwr: about 3400 uW
- Num CTS Buffers: 5
- Post-synthesis simple-gate area fraction: 0.0864
- Synth warnings: 2
- Worst vdd ir: approximately 0.54 mV
- Largest net degree at the start of global routing: 29
- H-tree Lvls: 2
- Tool warnings: 28
- CTS sink cnt: 34
- Slowest CP cell: dfrtn_1
- Port bufs: 7
- Clock skew: 0.0168 ns
- Latency at later pin: ~0.29 ns
-- cell usage after synthesis --
master | n | area share
a222oi_1 | 17 | 0.12
buf_2 | 4 | 0.014
nor2b_1 | 18 | 0.076
buf_6 | 2 | 0.015
dfrtp_1 | 17 | 0.29
inv_1 | 18 | 0.046
dfrtn_1 | 17 | 0.29
buf_8 | 1 | 0.010
o21ai_2 | 1 | 0.0059
mux2_2 | 17 | 0.13
and2_4 | 1 | 0.0059
nand2_2 | 1 | 0.0042
clkbuf_1 | 1 | 0.0025
-- timing repair --
| item | 4_1_cts | 5_1_grt |
|---|---|---|
| pin swaps | 2 | 1 |
| gates cloned | 1 | 0 |
| setup endpoints to repair | 35 | 34 |
| buffers inserted | 4 | 7 |
| hold buffers | 0 | 0 |
| resized | 14 | 1 |
-- metal layers --
layer / wire, um / global-route usage / vias up
met1: 1200 / 0.0588 / 487
met4: 55 / 0.0113 / 0
met3: 140 / 0.0109 / 2
met2: 1390 / 0.0739 / 20
met5: 0 / 0 / -
li1: - / - / 468
-- kinds of logic (layout without fill, tap and decap cells) --
family / count (synthesis) / after routing
buffers and inverters: 26 / 53
DFF: 34 / 34
muxes: 17 / 17
and+or+nand+nor: 20 / 21
AOI/OAI and AO/OA: 18 / 18
-- final timing paths --
| path | startpoint | endpoint | slack [ns] | cells after the start |
|---|---|---|---|---|
| min in group clk0 | parallelReg[16]$_DFFE_NN0P_ | parallelReg[16]$_DFFE_NN0P_ | 0.45 | 1 |
| max in group asynchronous | TRESETN | parallelReg[16]$_DFFE_NN0P_ | 0.21 | 2 |
| min | TRESETN | serialReg[7]$_DFFE_PN0P_ | 0.31 | 2 |
| min reg2reg | parallelReg[16]$_DFFE_NN0P_ | parallelReg[16]$_DFFE_NN0P_ | 0.45 | 1 |
| max reg2reg | parallelReg[15]$_DFFE_NN0P_ | serialReg[15]$_DFFE_PN0P_ | -0.29 | 2 |
| max | parallelReg[15]$_DFFE_NN0P_ | serialReg[15]$_DFFE_PN0P_ | -0.29 | 2 |
-- worst register-to-register path: cells and delay by family (launching register included) --
kind	cells	cell delay, ns
flip-flops	1	0.41
AND-OR/OR-AND	1	0.30
AND/OR/NAND/NOR	1	0.05
-- cell usage in the layout, fill, tap and decap left out, drive strengths merged --
cell type      instances
dfrtn                 17
a222oi                17
buf                   23
nor2b                 18
dfrtp                 17
o21ai                  1
clkdlybuf4s50          4
nand2                  2
mux2                  17
clkbuf                 7
and2                   1
inv                   18
clkinv                 1
-- stage by stage --
step                      hold slack, ns  cell area, um^2  setup slack, ns
after floorplan                  -0.0556             1540           -0.320
after global placement             0.448             1760           -0.887
after CTS                          0.311             1880           -0.264
after detailed placement           0.455             1760           -0.886
after global routing               0.327             1940           -0.356
final                              0.310             1940           -0.286
-- area by class of cell --
cell class	instances	area, um^2	share of cell area
well taps	105	131	0.0677
flip-flops and latches	34	851	0.439
clock buffers	7	86.3	0.0445
repair buffers	27	234	0.121
clock inverters	1	5.00	0.00258
inverters	18	67.6	0.0348
multi-input cells	56	564	0.291
-- registers in the layout, summed over array words and instances (netlist names) --
name / count
parallelReg: 17
serialReg: 17
-- where the power goes --
part           switching, uW  internal (uW)
Combinational            313            550
Sequential               173           1500
Clock                    387            462
Power figures rest on the tool's default switching activity, not on a simulated workload.
